[./config.mk]
export PLATFORM = sky130hd
export DESIGN_NAME = fless
export DESIGN_NICKNAME = fless
export VERILOG_FILES = /design/flow/design.v
export SDC_FILE = /design/flow/constraint.sdc
export NUM_CORES = 4
export LEC_CHECK = 1
export CORE_AREA = 10 10 94 94
export DIE_AREA = 0 0 104 104
[./constraint.sdc]
current_design fless

set clk_period 4.8
set clk_io_pct 0.2

create_clock -name clk0 -period $clk_period

set non_clock_inputs [all_inputs -no_clocks]
set_input_delay [expr $clk_period * $clk_io_pct] -clock clk0 $non_clock_inputs
set_output_delay [expr $clk_period * $clk_io_pct] -clock clk0 [all_outputs]
[./design.v]
`default_nettype none
module fequal
	(input wire [31:0]	x1,
	 input wire [31:0]	x2,
	 output wire		eq);
	assign eq = (x1[30:23]==8'd255 && |(x1[22:0])) ? 1'd0 :
				(x2[30:23]==8'd255 && |(x2[22:0])) ? 1'd0 : 
				(x1[30:0]==31'd0) ? (x2[30:0]==31'd0) : 
				(x1 == x2);
endmodule
module fless
	(input wire [31:0]	x1,
	 input wire [31:0]	x2,
	 output wire		less); 
	assign less = (x1[30:23]==8'd255 && |(x1[22:0])) ? 1'd0 :
				  (x2[30:23]==8'd255 && |(x2[22:0])) ? 1'd0 : 
				  (x1[30:0]==31'd0 && x2[30:0]==31'd0) ? 1'd0 : 
				  (~x1[31] && x2[31]) ? 1'd0 : 
				  (x1[31] && ~x2[31]) ? 1'd1 : 
				  (x1[31]==1'd0) ? x1<x2 : 
				  x2<x1; 
endmodule
`default_nettype wire
[./run.sh]
#!/bin/bash
# OpenROAD 26Q1-2900-gdf79404cd8, Yosys 0.63+post, stock flow scripts
make -C /OpenROAD-flow-scripts/flow DESIGN_CONFIG=/design/flow/config.mk WORK_HOME=/design/flow/orfs finish
==> summary.txt <==
run results: post-route minimum period 4.56 ns, ratio of cells with drive above 1 in the final layout 2.71%, status completed, DRC viols 0, # rows 30, Final Max Tran Viols 0, largest net degree at the start of global routing 4, router iterations before antenna repair 3, synthesized netlist cell count 153, sequential fraction of the synthesis area 0%, Flop area 0 µm², cells in synth_stat.txt 153, Syn Std Cell Area 0.00104 mm², routed wire length 4020 µm, pre-CTS setup slack -0.0511 ns, vias in the first global route 1,369, Post-DP HPWL 3860 µm, WHS Endpoint less, core area 0.00683 mm², CP top delay family AND-OR/OR-AND gates, CP endpoint kind primary output, Yosys cell types 26, total overflow reported by the global router 0, Static Leak 0.840 nW, Worst Path Max Fanout 2, worst stage delay on the critical path 0.49 ns, Hold Vio Cnt, Final 0, Data arrival, critical path 3.60 ns, die area 0.0108 mm², Commonest Layout Cell clkdlybuf4s50_1, crit path kind input port to primary output, post-route insts no fill 317, flop count 0, Routability Congestion 0.862, worst path required time 3.84 ns, hold path depth 4, port buffer count 65, Placed Cells 317, DR WL/cell 12.7 µm, Yosys chip area 0.00104 mm², Area Growth Syn to Fin 75.8%, Worst path slowest cell clkdlybuf4s50_1, Top cells excl fill/tap clkdlybuf4s50_1, inv_1, ha_1, first-pass GRT wire length 6410 µm, Max VDD drop 0.0167 mV, Critical path buffers and inverters 3, Top area cell types ha_1, inv_1, nor4_1, routed vias 1,271, min-delay worst type input port to primary output, worst-path cell chain clkdlybuf4s50_1 > inv_1 > ha_1 > a41oi_2 > o21ai_1 > a221o_1 > a2111o_1 > o31a_1 > a211oi_1 > dlygate4sd2_1, Power Dens Cells 72.2 mW/mm², DR vias/cell 4.01, FP Core Util 15.3%, setup bufs post-CTS 0, io pins 65, initial drt markers 14, Clock buffer cells 0, antenna violations before repair 0, Yosys warnings 0, RSZ-0062 raised after global routing no, CP Launch Type input port, GRT Util Overall 7.05%, achievable frequency 220 MHz, Routed Antenna Nets 0, Mapped Avg Cell Area 6.83 µm², ANT cells 0, Die X 104 µm, max_cap viols 0, die y size 104 µm, Tcrit/Tclk final 94.9%, slew margin rel. 70.1%, hold_sp x2[31], # setup viols final 0, Power, Total 0.133 mW, worst slew pin tran 0.444 ns, total tool warning count 33, final worst slack 0.245 ns, dominant cell type by area after synthesis ha_1, cts hold-fix bufs 0, Area leader share 39.5%
worst max path at each step:
stage / from / slack, ns / endpoint / cells after the start
6_report: x1[17] / 0.24 / less / 10
5_1_grt: x1[17] / 0.08 / less / 10
4_1_cts: x1[17] / 0.21 / less / 10
final cells by class:
| type | count | area [µm²] |
|---|---|---|
| fillers | 774 | 4990 |
| inverters | 36 | 135 |
| multi-input cells | 117 | 910 |
| well taps | 96 | 120 |
| repair buffers | 68 | 672 |
worst min-delay path: cells and delay by family:
kind,cells,cell delay (ns)
buffers and inverters,2,0.73
adders and majority gates,1,0.17
AOI/OAI and AO/OA,1,0.05
logic make-up (layout without fill, tap and decap cells):
logic type,Yosys count,after routing,synth area share (%)
and+or+nand+nor,56,56,29.6
buffers and inverters,36,104,12.9
adders and majority gates,33,33,39.5
AOI/OAI and AO/OA,28,28,18.0
synth_stat cells:
library cell and count:
a2111o_1 1, a211oi_1 1, a21o_1 3, a21oi_1 11
a221o_1 1, a221oi_1 1, a31oi_1 1, a41oi_2 1
and3_2 1, and4_1 1, ha_1 33, inv_1 36
nand2_1 12, nand2b_1 2, nand3_1 4, nand4_1 11
nor2_1 6, nor2b_4 1, nor3_1 2, nor4_1 15
o21a_1 1, o21ai_0 4, o21ai_1 1, o311ai_0 1
o31a_1 1, or3_1 1
per-layer routing:
metal	vias to the layer above	track usage [%]	wire, µm
met2	23	13.2	2020
met1	547	8.56	1820
met3	0	1.32	179
met4	0	0	0
met5	-	0	0
li1	701	-	-
where the power goes:
group          internal, mW  total (mW)  switching (mW)
clock network             0           0               0
logic                0.0799       0.133          0.0527
registers                 0           0               0
stage by stage:
step                      TNS [ns]  util [%]  cell area [µm²]  hold WS [ns]
after floorplan                  0         -             1040          2.09
after global placement     -0.0406      26.9             1840          3.07
after detailed placement   -0.0511      26.9             1840          3.08
after CTS                        0      26.9             1840          2.90
after global routing             0      26.9             1840          2.95
final                            0      26.9             1840          2.88
timing repair:
action / CTS / global route
endpoints found under the setup margin: 1 / 0
hold endpoints to repair: 0 / 0
gates resized: 1 / 0
Power is estimated from default activity; no workload was simulated.
